**design/flow/run.sh**
```bash
#!/bin/bash
# OpenROAD 26Q1-2900-gdf79404cd8, Yosys 0.63+post, stock flow scripts
make -C /OpenROAD-flow-scripts/flow DESIGN_CONFIG=/design/flow/config.mk WORK_HOME=/design/flow/orfs finish
```
**design/flow/design.v**
```verilog
module SIN_Lut
(
    input clkin,
    output [11:0] sin_x,
    output vsync,
    output hsync
);
reg [3:0] counter;
reg [11:0] buffer;
reg vsync_buffer = 1'b1;
reg hsync_buffer = 1'b0;
assign sin_x = buffer;
assign vsync = vsync_buffer;
assign hsync = hsync_buffer;
always @ (negedge clkin) begin
    case (counter)
      0: begin
            vsync_buffer <= 1'b0;
            hsync_buffer <= 1'b1;
            buffer <= 12'hffff;
         end
      1: buffer <= 12'hfcbe;
      2: buffer <= 12'hfa0d;
      3: buffer <= 12'hf864;
      4: buffer <= 12'hf80b;
      5: buffer <= 12'hf912;
      6: buffer <= 12'hfb4b;
      7: buffer <= 12'hfe55;
      8: buffer <= 12'h01a8;
      9: buffer <= 12'h04b2;
      10: buffer <= 12'h06eb;
      11: buffer <= 12'h07f2;
      12: buffer <= 12'h0799;
      13: buffer <= 12'h05f0;
      14: buffer <= 12'h033f;
      15: begin
            vsync_buffer <= 1'b1;
            hsync_buffer <= 1'b0;
            buffer <= 12'hffff;
          end
    endcase      
    counter <= counter + 1;
end
endmodule
```
**design/flow/config.mk**
```make
export PLATFORM = sky130hd
export DESIGN_NAME = SIN_Lut
export DESIGN_NICKNAME = SIN_Lut
export VERILOG_FILES = /design/flow/design.v
export SDC_FILE = /design/flow/constraint.sdc
export NUM_CORES = 4
export LEC_CHECK = 1
export CORE_AREA = 10 10 83 83
export DIE_AREA = 0 0 93 93
```
**design/flow/constraint.sdc**
```tcl
current_design SIN_Lut

set clk_period 1.8
set clk_io_pct 0.2

create_clock -name clk0 -period $clk_period [get_ports {clkin}]

set non_clock_inputs [all_inputs -no_clocks]
set_input_delay [expr $clk_period * $clk_io_pct] -clock clk0 $non_clock_inputs
set_output_delay [expr $clk_period * $clk_io_pct] -clock clk0 [all_outputs]
```
==> metrics.yaml <==
outcome: "complete, but fails checks"
violations: "setup timing"
worst_hold_path_type: "reg -> reg"
io_pins: 15
cp_top_family: "flip-flops"
edf_count: 2
finalSetupTns_ns: -2.41
maxSlewHeadroom_pct: 55.7
clockRootBuffer: "clkbuf_8"
antenna_left: 0
overflow: 0
cp.arrival_ns: 1.66
initial_utilization_pct: 16.3
warnings: 48
cp_slowest_cell: "edfxtp_1"
drt_wl_total_mm: 1.71
ys_seq_share_pct: 45.3
crit_chain: "buf_2"
cpPeakStageDelay_ns: 0.34
chip_area_um2: 8650
yosys-stat-area_um2: 840
leakage_uw: 0.000491
ys_warn_count: 10
hold_violations: 0
syn2layout_area_growth_pct: 27.7
num_rows: 26
syn_area_um2: 840
cts_setup_buffers: 0
crit_type: "reg -> out"
die_h_um: 93
diodes: 0
syn_inst: 91
setup_viol: 14
maxCapViolations: 0
numSynthFlops: 18
clock-sinks: 18
dp_hpwl_mm: 1.12
drtIter0Drc: 103
die_w_um: 93
core_area_um2: 5140
wire_per_inst_um: 9.06
dr.pass1.iters: 4
viasPerCell: 3.64
lay_top_count: "inv_1"
synthArstFlopShare_pct: 0
flop_cell: "dfxtp_1"
ir_drop_mv: 0.213
io_buffer_count: 14
pwr_density_cell_nw_per_um2: 781
clock_latency_ns: 0.32
cp_max_fo: 1
grt_pass1_wl_mm: 3.03
grt_start_max_net_pins: 22
cts_tree: "built"
worstPathRequired_ns: 1.44
via_count: 688
synth.avg_cell_area_um2: 9.23
drive_gt1_share_pct: 20.2
rsz0062_at_grt: "yes"
drc: 0
antenna_found_initial: 0
grt_usage_pct: 4.13
setup_slack_ns: -0.223
tightest_slew_ns: 0.664
final_max_slew_viol_count: 0
cp_num_buf_inv: 1
cts_htree_levels: 1
clk_pin_slew_worst_paths_ns: 0.03
place.gp.congestion: 0.808
synth_cell_types: 33
crit_path_end_kind: "output port"
cts_buffer_depth: 2
grt_pass1_vias: 701
final_cell_mix: "22 x inv_1, 15 x dfxtp_1, 14 x buf_2, 7 x a21oi_1, 7 x nand2_1"
cts_buffers: 3
clock_skew_ns: 0.00881
cts_hold_buf: 0
ys_cells: 91
worstSetupStartpointType: "register"
p_total_uw: 838
==> timing repair <==
action / in CTS / in global routing
setup endpoints to repair: 14 / 15
hold endpoints to repair: 0 / 0
gates resized: 42 / 2
==> worst reg2reg max path, stage by stage (launching register included) <==
cell and delay [ns]:
dfxtp_1 0.36, ha_1 0.43, nand3_1 0.21, o21ai_0 0.19
==> Yosys cell counts (all sizes together), types with 4 or more instances <==
| cell | count | area share, % |
|---|---|---|
| dfxtp | 16 | 38 |
| buf | 9 | 6.4 |
| a21oi | 7 | 4.2 |
| nand2 | 7 | 3.1 |
| inv | 5 | 2.2 |
| nand3 | 5 | 3.0 |
| nor2 | 5 | 2.5 |
| ha | 4 | 6.0 |
| nand2b | 4 | 3.0 |
| o21ai | 4 | 2.4 |
==> cell type report <==
cell class	count	area, µm²
clock inverters	19	72.6
flip-flops and latches	18	382
clock buffers	3	41.3
well taps	70	87.6
multi-input cells	59	389
inverters	4	15.0
repair buffers	16	85.1
fillers	589	4070
==> metal layers <==
layer | vias to the layer above | part of all wire, % | GRT usage (%)
li1 | 361 | - | -
met1 | 304 | 46 | 5.28
met2 | 21 | 42 | 5.08
met3 | 2 | 12 | 2.83
met4 | 0 | 0.58 | 2.06
met5 | - | 0 | 0
==> final timing paths <==
check	start	depth (start not counted)	slack, ns	to
hold / removal	counter[0]	1	0.47	counter[0]
setup / recovery	hsync_buffer	1	-0.22	hsync
setup reg to reg	counter[0]	3	0.28	vsync_buffer
hold reg to reg	counter[0]	1	0.47	counter[0]
==> cell families after synthesis <==
logic type | count (synthesis) | share of synthesized area, %
buffers and inverters | 14 | 8.64
XOR/XNOR | 3 | 3.13
AND-OR/OR-AND | 23 | 17.7
flip-flops | 18 | 45.3
AND/OR/NAND/NOR | 28 | 18.0
adder cells (fa/ha/maj) | 4 | 5.96
multiplexers | 1 | 1.19
==> per-stage QoR <==
step                      hold slack [ns]  util [%]  setup slack, ns  instances  instance area, µm²
after detailed placement            0.464      20.0           -0.223        168                1030
after global routing                0.520      20.9           -0.284        189                1070
final                               0.473      20.9           -0.223        189                1070
after CTS                           0.471      20.8           -0.240        189                1070
after floorplan                     0.432         -            0.241         91                 840
after global placement              0.458      20.0           -0.239        168                1030
==> state kept, by name, summed over array words and instances (netlist names) <==
register and count:
buffer 12, counter 4, hsync_buffer 1, vsync_buffer 1
==> where the power goes <==
group / internal (µW) / switching, µW / leakage (µW)
logic: 0 / 0 / 0.000221
clock network: 205 / 225 / 0.000118
registers: 408 / 0 / 0.000153
total: 613 / 225 / 0.000491
No activity file was given, so power comes from the tool's default toggle rates.
